File: design/flow/design.v
module cory_dup2 #(
    parameter   N   = 8,
    parameter   Q   = 0,
    parameter   Q0  = Q,
    parameter   Q1  = Q
) (
    input           clk,
    input           i_a_v,
    input   [N-1:0] i_a_d,
    output          o_a_r,
    output          o_z0_v,
    output  [N-1:0] o_z0_d,
    input           i_z0_r,
    output          o_z1_v,
    output  [N-1:0] o_z1_d,
    input           i_z1_r,
    input           reset_n
);
wire    [N-1:0]  op_z0   = i_a_d;
wire    [N-1:0]  op_z1   = i_a_d;
wire            int_z0_v;
wire    [N-1:0] int_z0_d;
wire            int_z0_r;
wire            int_z1_v;
wire    [N-1:0] int_z1_d;
wire            int_z1_r;
reg     op_done_d_z0;
reg     op_done_d_z1;
wire    op_ready    = i_a_v;
wire    op_done_z0  = (int_z0_v & int_z0_r) || op_done_d_z0;
wire    op_done_z1  = (int_z1_v & int_z1_r) || op_done_d_z1;
wire    op_done     = op_done_z0 & op_done_z1;
always @(posedge clk or negedge reset_n)
    if (!reset_n) begin
        op_done_d_z0 <= 0;
        op_done_d_z1 <= 0;
    end
    else
        case ({op_done_z0, op_done_z1})
            2'b10:  op_done_d_z0 <= 1;
            2'b01:  op_done_d_z1 <= 1;
            2'b11:  {op_done_d_z0, op_done_d_z1}  <= 0;
        endcase
assign  int_z0_v  = op_ready && (!op_done_d_z0);
assign  int_z0_d  = op_z0;
assign  int_z1_v  = op_ready && (!op_done_d_z1);
assign  int_z1_d  = op_z1;
assign  o_a_r   = op_done;
cory_queue #(.N(N), .Q(Q0)) u_queue_z0 (
    .clk        (clk),
    .i_a_v      (int_z0_v),
    .i_a_d      (int_z0_d),
    .o_a_r      (int_z0_r),
    .o_z_v      (o_z0_v),
    .o_z_d      (o_z0_d),
    .i_z_r      (i_z0_r),
    .reset_n    (reset_n)
);
cory_queue #(.N(N), .Q(Q1)) u_queue_z1 (
    .clk        (clk),
    .i_a_v      (int_z1_v),
    .i_a_d      (int_z1_d),
    .o_a_r      (int_z1_r),
    .o_z_v      (o_z1_v),
    .o_z_d      (o_z1_d),
    .i_z_r      (i_z1_r),
    .reset_n    (reset_n)
);
endmodule
module cory_dup4 #(
    parameter   N   = 16,
    parameter   Q   = 0,
    parameter   Q0  = Q,
    parameter   Q1  = Q,
    parameter   Q2  = Q,
    parameter   Q3  = Q
) (
    input           clk,
    input           i_a_v,
    input   [N-1:0] i_a_d,
    output          o_a_r,
    output          o_z0_v,
    output  [N-1:0] o_z0_d,
    input           i_z0_r,
    output          o_z1_v,
    output  [N-1:0] o_z1_d,
    input           i_z1_r,
    output          o_z2_v,
    output  [N-1:0] o_z2_d,
    input           i_z2_r,
    output          o_z3_v,
    output  [N-1:0] o_z3_d,
    input           i_z3_r,
    input           reset_n
);
wire            z0_v;
wire    [N-1:0] z0_d;
wire            z0_r;
wire            z1_v;
wire    [N-1:0] z1_d;
wire            z1_r;
cory_dup2 #(.N(N)) u_dup_0 (
    .clk            (clk),
    .i_a_v          (i_a_v),
    .i_a_d          (i_a_d),
    .o_a_r          (o_a_r),
    .o_z0_v         (z0_v),
    .o_z0_d         (z0_d),
    .i_z0_r         (z0_r),
    .o_z1_v         (z1_v),
    .o_z1_d         (z1_d),
    .i_z1_r         (z1_r),
    .reset_n        (reset_n)
);
cory_dup2 #(.N(N), .Q0(Q0), .Q1(Q1)) u_dup_1 (
    .clk            (clk),
    .i_a_v          (z0_v),
    .i_a_d          (z0_d),
    .o_a_r          (z0_r),
    .o_z0_v         (o_z0_v),
    .o_z0_d         (o_z0_d),
    .i_z0_r         (i_z0_r),
    .o_z1_v         (o_z1_v),
    .o_z1_d         (o_z1_d),
    .i_z1_r         (i_z1_r),
    .reset_n        (reset_n)
);
cory_dup2 #(.N(N), .Q0(Q2), .Q1(Q3)) u_dup_2 (
    .clk            (clk),
    .i_a_v          (z1_v),
    .i_a_d          (z1_d),
    .o_a_r          (z1_r),
    .o_z0_v         (o_z2_v),
    .o_z0_d         (o_z2_d),
    .i_z0_r         (i_z2_r),
    .o_z1_v         (o_z3_v),
    .o_z1_d         (o_z3_d),
    .i_z1_r         (i_z3_r),
    .reset_n        (reset_n)
);
endmodule
module cory_dup8 #(
    parameter   N   = 16,
    parameter   Q   = 0,
    parameter   Q0  = Q,
    parameter   Q1  = Q,
    parameter   Q2  = Q,
    parameter   Q3  = Q,
    parameter   Q4  = Q,
    parameter   Q5  = Q,
    parameter   Q6  = Q,
    parameter   Q7  = Q
) (
    input           clk,
    input           i_a_v,
    input   [N-1:0] i_a_d,
    output          o_a_r,
    output          o_z0_v,
    output  [N-1:0] o_z0_d,
    input           i_z0_r,
    output          o_z1_v,
    output  [N-1:0] o_z1_d,
    input           i_z1_r,
    output          o_z2_v,
    output  [N-1:0] o_z2_d,
    input           i_z2_r,
    output          o_z3_v,
    output  [N-1:0] o_z3_d,
    input           i_z3_r,
    output          o_z4_v,
    output  [N-1:0] o_z4_d,
    input           i_z4_r,
    output          o_z5_v,
    output  [N-1:0] o_z5_d,
    input           i_z5_r,
    output          o_z6_v,
    output  [N-1:0] o_z6_d,
    input           i_z6_r,
    output          o_z7_v,
    output  [N-1:0] o_z7_d,
    input           i_z7_r,
    input           reset_n
);
wire            z0_v;
wire    [N-1:0] z0_d;
wire            z0_r;
wire            z1_v;
wire    [N-1:0] z1_d;
wire            z1_r;
cory_dup2 #(.N(N)) u_dup_0 (
    .clk            (clk),
    .i_a_v          (i_a_v),
    .i_a_d          (i_a_d),
    .o_a_r          (o_a_r),
    .o_z0_v         (z0_v),
    .o_z0_d         (z0_d),
    .i_z0_r         (z0_r),
    .o_z1_v         (z1_v),
    .o_z1_d         (z1_d),
    .i_z1_r         (z1_r),
    .reset_n        (reset_n)
);
cory_dup4 #(.N(N), .Q0(Q0), .Q1(Q1), .Q2(Q2), .Q3(Q3)) u_dup_1 (
    .clk            (clk),
    .i_a_v          (z0_v),
    .i_a_d          (z0_d),
    .o_a_r          (z0_r),
    .o_z0_v         (o_z0_v),
    .o_z0_d         (o_z0_d),
    .i_z0_r         (i_z0_r),
    .o_z1_v         (o_z1_v),
    .o_z1_d         (o_z1_d),
    .i_z1_r         (i_z1_r),
    .o_z2_v         (o_z2_v),
    .o_z2_d         (o_z2_d),
    .i_z2_r         (i_z2_r),
    .o_z3_v         (o_z3_v),
    .o_z3_d         (o_z3_d),
    .i_z3_r         (i_z3_r),
    .reset_n        (reset_n)
);
cory_dup4 #(.N(N), .Q0(Q4), .Q1(Q5), .Q2(Q6), .Q3(Q7)) u_dup_2 (
    .clk            (clk),
    .i_a_v          (z1_v),
    .i_a_d          (z1_d),
    .o_a_r          (z1_r),
    .o_z0_v         (o_z4_v),
    .o_z0_d         (o_z4_d),
    .i_z0_r         (i_z4_r),
    .o_z1_v         (o_z5_v),
    .o_z1_d         (o_z5_d),
    .i_z1_r         (i_z5_r),
    .o_z2_v         (o_z6_v),
    .o_z2_d         (o_z6_d),
    .i_z2_r         (i_z6_r),
    .o_z3_v         (o_z7_v),
    .o_z3_d         (o_z7_d),
    .i_z3_r         (i_z7_r),
    .reset_n        (reset_n)
);
endmodule
module cory_queue # (
    parameter   N   = 8,
    parameter   Q   = 2
) (
    input           clk,
    input           i_a_v,
    input   [N-1:0] i_a_d,
    output          o_a_r,
    output          o_z_v,
    output  [N-1:0] o_z_d,
    input           i_z_r,
    input           reset_n
);
generate
begin : g_queue
    case (Q)
    0: begin
        assign  o_z_v   = i_a_v;
        assign  o_z_d   = i_a_d;
        assign  o_a_r   = i_z_r;
    end
    1:
        cory_flop #(.N(N)) u_queue (
            .clk            (clk),
            .i_a_v          (i_a_v),
            .i_a_d          (i_a_d),
            .o_a_r          (o_a_r),
            .o_z_v          (o_z_v),
            .o_z_d          (o_z_d),
            .i_z_r          (i_z_r),
            .reset_n        (reset_n)
        );
    default:
        cory_queue_cnt #(.N(N), .Q(Q)) u_queue (
            .clk            (clk),
            .i_a_v          (i_a_v),
            .i_a_d          (i_a_d),
            .o_a_r          (o_a_r),
            .o_z_v          (o_z_v),
            .o_z_d          (o_z_d),
            .i_z_r          (i_z_r),
            .o_z_cnt        (),
            .reset_n        (reset_n)
        );
    endcase
end
endgenerate
endmodule
module cory_queue_cnt # (
    parameter   N   = 8,
    parameter   Q   = 2,
    parameter   MQ  =  (Q <= 2) ? 1 :
		               (Q <= 4) ? 2 :
		               (Q <= 8) ? 3 :
		               (Q <= 16) ? 4 :
		               (Q <= 32) ? 5 :
		               (Q <= 64) ? 6 :
		               (Q <= 128) ? 7 :
		               (Q <= 256) ? 8 :
		               (Q <= 512) ? 9 :
		               (Q <= 1024) ? 10 :
		               (Q <= 2048) ? 11 :
		               (Q <= 4096) ? 12 :
		               (Q <= 8192) ? 13 :
		               (Q <= 16384) ? 14 :
		               (Q <= 32768) ? 15 :
		               (Q <= 65536) ? 16 : 1'bx
) (
    input           clk,
    input           i_a_v,
    input   [N-1:0] i_a_d,
    output          o_a_r,
    output  [N-1:0] o_z_d,
    output          o_z_v,
    input           i_z_r,
    output  [MQ:0]  o_z_cnt,
    input           reset_n
);
wire    a_vr       = i_a_v & o_a_r;
wire    z_vr       = o_z_v & i_z_r;
reg     [N-1:0]     queue [0:Q-1];
reg     [MQ:0]      queue_cnt;
reg     [MQ-1:0]    queue_rptr;
reg     [MQ-1:0]    queue_wptr;
wire    queue_full  = queue_cnt == Q;
wire    queue_empty = queue_cnt == 0;
assign  o_z_cnt     = queue_cnt;
always @(posedge clk or negedge reset_n) begin : q
    integer i;
    if (!reset_n) begin
        for (i=0; i<Q; i=i+1)
            queue[i]    <= 0;
        queue_wptr  <= 0;
        queue_cnt   <= 0;
        queue_rptr  <= 0;
    end
    else begin
        if (a_vr) begin
            queue[queue_wptr]   <= i_a_d;
            if (queue_wptr == Q-1)
                queue_wptr  <= 0;
            else
                queue_wptr  <= queue_wptr + 1;
        end
        if (z_vr) begin
            if (queue_rptr == Q-1)
                queue_rptr  <= 0;
            else
                queue_rptr  <= queue_rptr + 1;
        end
        case ({a_vr, z_vr})
            2'b10:  queue_cnt   <= queue_cnt + 1;
            2'b01:  queue_cnt   <= queue_cnt - 1;
        endcase
    end
end
wire      a_busy    = queue_full;                
    assign  o_a_r   = (!a_busy);
assign  o_z_v   = !queue_empty;
assign  o_z_d    = queue[queue_rptr];
endmodule
File: design/flow/run.sh
#!/bin/bash
# OpenROAD 26Q1-2900-gdf79404cd8, Yosys 0.63+post, stock flow scripts
make -C /OpenROAD-flow-scripts/flow DESIGN_CONFIG=/design/flow/config.mk WORK_HOME=/design/flow/orfs finish
File: design/flow/config.mk
export PLATFORM = sky130hd
export DESIGN_NAME = cory_dup8
export DESIGN_NICKNAME = cory_dup8
export VERILOG_FILES = /design/flow/design.v
export SDC_FILE = /design/flow/constraint.sdc
export NUM_CORES = 4
export LEC_CHECK = 1
export CORE_AREA = 10 10 96 96
export DIE_AREA = 0 0 106 106
File: design/flow/constraint.sdc
current_design cory_dup8

set clk_period 3.7
set clk_io_pct 0.2

create_clock -name clk0 -period $clk_period [get_ports {clk}]

set non_clock_inputs [all_inputs -no_clocks]
set_input_delay [expr $clk_period * $clk_io_pct] -clock clk0 $non_clock_inputs
set_output_delay [expr $clk_period * $clk_io_pct] -clock clk0 [all_outputs]
==> job_summary.md <==
## PnR job results

| Metric | Value |
|---|---|
| Cell total in the yosys stat output | 201 |
| Placed wire-length estimate | about 1.7 mm |
| Core Area | slightly above 0.007 mm2 |
| Fp_density | a little under a quarter |
| # rows | 31 |
| DIE WIDTH | 106 um |
| Wirelength per Cell | 11.4 um |
| Antenna Nets Post-Route | 0 |
| P_int | around 0.00045 W |
| Post-Route WL | 2.22 mm |
| Distinct lib cells | 14 |
| Tool Warnings | 25 |
| Finish-stage setup viols | 0 |
| Final tally of hold violations | 0 |
| Max clock buf depth | 2 |
| Max-cap violations | 0 |
| Cells after Synth | 201 |
| Seq share, synth | 21.1% |
| CP max FO | 8 |
| Area growth syn-to-layout | -35.6% |
| Overflow after GRT | 0 |
| Chip area | between 0.01 and 0.015 mm2 |
| EDFF count, synth | 0 |
| Reg power frac | 39.0% |
| Die Y | 106 um |
| R2R Path End | u_dup_1.u_dup_1.op_done_d_z0 |
| Yosys chip area | 0.00166 mm2 |
| Hold Startpoint | u_dup_1.u_dup_0.op_done_d_z0 |
| Starting DRT DRC Count | 20 |
| Worst reg2reg path depth | 3 |
| # diodes | 0 |
| Final Max Slew Viols | 0 |
| CP Capture Type | primary output |
| Late-Pin Clk Latency | around 0.25 ns |
| Hold Path Class | reg2reg |
| Drt pass-1 iters | 3 |
| Yosys warning count | 2 |
| Non-filler cells, final | 195 |
| Leak | 0.407 nW |
| H-Tree Depth | 1 |
| Status | finished clean |
| Number of CTS-inserted buffers | 3 |
| DR vias | 614 |
| Combinational power share | about two fifths |
| Clock network fraction of design power | 22.6% |
| Switching Share | 32.7% |
| Required time worst endpoint | between 2 and 3 ns |
| Placed cells | between 150 and 200 |
| Yosys reg bits | 14 |
| Worst Path Arrival | 2.35 ns |
| CP startpoint kind | input port |
| IO Port Bufs | 19 |
| IO Count | ~160 |
| Vias per cell | 3.15 |
| Total global-route track usage | under 10% |
| Reg clk slew, reported paths | 0.06 ns |
| Setup TNS | 0 ns |
| Async S/R FF share, synth | approximately 100% |
| Period utilization | a little over four fifths |
| CTS sink count | 14 |
| Hold depth | 1 |
| Hold-fix buffers, CTS | 0 |
| GP Congestion | around 0.67 |
| Post-route minimum period | 3.09 ns |
| Global-route wire length before repair | 3.35 mm |
| Clock skew | 0.00218 ns |
| Synthesized area per cell | roughly 8.3 um2 |
| Power density over the cells | 632 mW/mm2 |
| Clk Tree Root Cell | clkbuf_8 |
| Most used DFF post-synth | dfrtp_1 |
| Post-Syn Area | 0.00166 mm2 |
| Worst reg2reg path startpoint | u_dup_0.op_done_d_z0 |
| Least-Margin Pin Slew | 0.694 ns |
| Worst slew margin | 53.6% |
| Crit Path Class | in2out |
| DRC | 0 |
| Worst reg-to-reg setup slack | between 2 and 3 ns |
| Worst hold endpoint | u_dup_1.u_dup_0.op_done_d_z1 |
| Peak Freq | 0.323 GHz |
| Post-CTS setup buffer count | 0 |
| CTS tree | yes |
| Antenna violations before repair | 0 |
| Switching Power | ~0.00022 W |
| RSZ-0062 raised after global routing | no |
| Layout cells sized above 1 | 6.25% |
| Largest net degree at the start of global routing | 15 |
| Peak VDD IR | between 200 and 250 uV |
| Post-CTS sizing | 0 |
| Vias in the first global route | 674 |
-- cells by family after synthesis --
logic type / count (synthesis) / share of synthesized area [%]
AOI/OAI and AO/OA: 20 / 8.28
buffers and inverters: 128 / 57.8
and+or+nand+nor: 39 / 12.8
DFF: 14 / 21.1
-- cells in the final DEF, fill, tap and decap left out, drive strengths merged, types with 2 or more instances in the layout --
cell type,count
a221oi,2
clkdlybuf4s50,19
dfrtp,14
nor2b,13
nor3,2
a21oi,10
nor2,14
o22ai,4
o22a,2
nand2b,4
clkbuf,4
o21a,2
nor3b,4
-- area by class of cell --
class	instances	area, um2
flip-flops and latches	14	350
fillers	815	6140
repair buffers	19	190
well taps	99	124
multi-input cells	59	350
clock buffers	4	55.1
-- metrics by stage --
stage | total power (W) | utilization, % | area (um2) | setup slack (ns) | hold slack (ns)
finish | 0.000676 | 14.8 | 1070 | 0.609 | 0.521
global route | 0.000733 | 14.8 | 1070 | 0.485 | 0.548
CTS | 0.000686 | 14.8 | 1070 | 0.593 | 0.518
detailed placement | 0.000529 | 14.1 | 1010 | 0.621 | 0.500
global placement | 0.000526 | 14.1 | 1010 | 0.611 | 0.493
floorplan | 0.000487 | - | 1660 | 1.75 | 0.444
-- flip-flops by register name, indices dropped and copies added, names as in the netlist --
signal                        count
u_dup_0.op_done_d_z0              1
u_dup_1.u_dup_2.op_done_d_z1      1
u_dup_2.u_dup_2.op_done_d_z0      1
u_dup_0.op_done_d_z1              1
u_dup_1.u_dup_2.op_done_d_z0      1
u_dup_1.u_dup_0.op_done_d_z0      1
u_dup_1.u_dup_1.op_done_d_z0      1
u_dup_1.u_dup_0.op_done_d_z1      1
u_dup_2.u_dup_0.op_done_d_z1      1
u_dup_2.u_dup_2.op_done_d_z1      1
u_dup_2.u_dup_0.op_done_d_z0      1
u_dup_2.u_dup_1.op_done_d_z0      1
u_dup_1.u_dup_1.op_done_d_z1      1
u_dup_2.u_dup_1.op_done_d_z1      1
-- cell usage after synthesis, types with 2 or more instances --
cell / n / area (um2)
buf_4: 128 / 961
dfrtp_1: 14 / 350
nor2_1: 14 / 52.6
nor2b_1: 13 / 81.3
a21oi_1: 10 / 50.1
nand2b_1: 4 / 25.0
nor3b_1: 4 / 30.0
o22ai_1: 4 / 25.0
a221oi_2: 2 / 30.0
nor3_1: 2 / 10.0
o21a_1: 2 / 15.0
o22a_1: 2 / 17.5
-- power groups by stage --
stage | registers, W | clock network [W] | logic (W)
after global routing | 0.000274 | 0.000165 | 0.000294
after CTS | 0.000263 | 0.000156 | 0.000266
final | 0.000263 | 0.000153 | 0.000260
-- routing by layer --
metal	vias up	share of wire [%]	track usage, %
met5	-	0	0
met4	0	2.1	2.03
met3	10	16	2.63
met2	19	37	4.59
met1	281	45	4.49
li1	304	-	-
-- worst max-delay path, stage by stage --
cell	delay, ns
clkdlybuf4s50_1	0.59
nor2b_1	0.29
nand2b_1	0.14
nor2_1	0.12
clkdlybuf4s50_1	0.48
-- how the worst max path moves through the flow --
stage	startpoint	endpoint	slack, ns	cells after the start
final	i_a_v	o_z1_v	0.61	5
after CTS	i_a_v	o_z1_v	0.59	5
after global routing	i_a_v	o_z2_v	0.48	5
No activity file was given, so power comes from the tool's default toggle rates.
