==> design.v <==
module cory_arb2 # (
    parameter   N       = 8,                     
    parameter   ROUND   = 1,                     
    parameter   Q       = 0
) (
    input           clk,
    input           i_a0_v,
    input   [N-1:0] i_a0_d,
    output          o_a0_r,
    input           i_a1_v,
    input   [N-1:0] i_a1_d,
    output          o_a1_r,
    output          o_z_v,
    output  [N-1:0] o_z_d,
    output          o_z_s,
    input           i_z_r,
    input           reset_n
);
wire            int_v;
wire    [N-1:0] int_d;
wire            int_s;
wire            int_r;
wire    slave_accept    = int_v & int_r;
wire    a0_v_ex = i_a0_v & (!i_a1_v);
wire    a1_v_ex = (!i_a0_v) & i_a1_v;
wire            sel;
reg             pri;
wire    pri_sel;
generate
begin : g_pri_sel
    case (ROUND)
    1:  assign  pri_sel    = sel + 1;
    0:  assign  pri_sel    = 0;
    endcase
end
endgenerate
always @(posedge clk or negedge reset_n)
    if (!reset_n)
        pri <= 0;
    else
        casex ({a1_v_ex, a0_v_ex, slave_accept})
        3'b010: pri <= 0;
        3'b100: pri <= 1;
        3'bxx1: pri <= pri_sel;
        endcase
assign  sel     = a0_v_ex ? 0 :
                  a1_v_ex ? 1 : pri;
assign  int_s   = sel;
cory_mux2 #(.N(N)) u_mux2 (
    .clk        (clk),
    .i_a0_v     (i_a0_v),
    .i_a0_d     (i_a0_d),
    .o_a0_r     (o_a0_r),
    .i_a1_v     (i_a1_v),
    .i_a1_d     (i_a1_d),
    .o_a1_r     (o_a1_r),
    .i_s_v      (1'b1),
    .i_s_d      (sel),
    .o_s_r      (),
    .o_z_v      (int_v),
    .o_z_d      (int_d),
    .i_z_r      (int_r),
    .reset_n    (reset_n)
);
cory_queue #(.N(1+N), .Q(Q)) u_queue (
    .clk        (clk),
    .i_a_v      (int_v),
    .i_a_d      ({int_s, int_d}),
    .o_a_r      (int_r),
    .o_z_v      (o_z_v),
    .o_z_d      ({o_z_s, o_z_d}),
    .i_z_r      (i_z_r),
    .reset_n    (reset_n)
);
endmodule
module cory_arb4 # (
    parameter   N       = 8,                     
    parameter   ROUND   = 1,                     
    parameter   Q       = 0
) (
    input           clk,
    input           i_a0_v,
    input   [N-1:0] i_a0_d,
    output          o_a0_r,
    input           i_a1_v,
    input   [N-1:0] i_a1_d,
    output          o_a1_r,
    input           i_a2_v,
    input   [N-1:0] i_a2_d,
    output          o_a2_r,
    input           i_a3_v,
    input   [N-1:0] i_a3_d,
    output          o_a3_r,
    output          o_z_v,
    output  [N-1:0] o_z_d,
    output  [1:0]   o_z_s,
    input           i_z_r,
    input           reset_n
);
wire            a01_v;
wire    [N-1:0] a01_d;
wire            a01_r;
wire            a01_s;
cory_arb2 #(.N(N), .ROUND(ROUND), .Q(Q)) u_arb01 (
    .clk        (clk),
    .i_a0_v     (i_a0_v),
    .i_a0_d     (i_a0_d),
    .o_a0_r     (o_a0_r),
    .i_a1_v     (i_a1_v),
    .i_a1_d     (i_a1_d),
    .o_a1_r     (o_a1_r),
    .o_z_v      (a01_v),
    .o_z_d      (a01_d),
    .o_z_s      (a01_s),
    .i_z_r      (a01_r),
    .reset_n    (reset_n)
);
wire            a23_v;
wire    [N-1:0] a23_d;
wire            a23_r;
wire            a23_s;
cory_arb2 #(.N(N), .ROUND(1), .Q(Q)) u_arb23 (          
    .clk        (clk),
    .i_a0_v     (i_a2_v),
    .i_a0_d     (i_a2_d),
    .o_a0_r     (o_a2_r),
    .i_a1_v     (i_a3_v),
    .i_a1_d     (i_a3_d),
    .o_a1_r     (o_a3_r),
    .o_z_v      (a23_v),
    .o_z_d      (a23_d),
    .o_z_s      (a23_s),
    .i_z_r      (a23_r),
    .reset_n    (reset_n)
);
wire    z_s1;
cory_arb2 #(.N(N), .ROUND(ROUND), .Q(Q)) u_arb (
    .clk        (clk),
    .i_a0_v     (a01_v),
    .i_a0_d     (a01_d),
    .o_a0_r     (a01_r),
    .i_a1_v     (a23_v),
    .i_a1_d     (a23_d),
    .o_a1_r     (a23_r),
    .o_z_v      (o_z_v),
    .o_z_d      (o_z_d),
    .o_z_s      (z_s1),
    .i_z_r      (i_z_r),
    .reset_n    (reset_n)
);
assign  o_z_s   = z_s1 ? {z_s1, a23_s} : {z_s1, a01_s};
endmodule
module cory_arb8 # (
    parameter   N       = 8,                     
    parameter   ROUND   = 1,                     
    parameter   Q       = 0
) (
    input           clk,
    input           i_a0_v,
    input   [N-1:0] i_a0_d,
    output          o_a0_r,
    input           i_a1_v,
    input   [N-1:0] i_a1_d,
    output          o_a1_r,
    input           i_a2_v,
    input   [N-1:0] i_a2_d,
    output          o_a2_r,
    input           i_a3_v,
    input   [N-1:0] i_a3_d,
    output          o_a3_r,
    input           i_a4_v,
    input   [N-1:0] i_a4_d,
    output          o_a4_r,
    input           i_a5_v,
    input   [N-1:0] i_a5_d,
    output          o_a5_r,
    input           i_a6_v,
    input   [N-1:0] i_a6_d,
    output          o_a6_r,
    input           i_a7_v,
    input   [N-1:0] i_a7_d,
    output          o_a7_r,
    output          o_z_v,
    output  [N-1:0] o_z_d,
    output  [2:0]   o_z_s,
    input           i_z_r,
    input           reset_n
);
wire            x_v;
wire    [N-1:0] x_d;
wire            x_r;
wire    [1:0]   x_s;
cory_arb4 #(.N(N), .ROUND(ROUND), .Q(Q)) u_arb_low (
    .clk        (clk),
    .i_a0_v     (i_a0_v),
    .i_a0_d     (i_a0_d),
    .o_a0_r     (o_a0_r),
    .i_a1_v     (i_a1_v),
    .i_a1_d     (i_a1_d),
    .o_a1_r     (o_a1_r),
    .i_a2_v     (i_a2_v),
    .i_a2_d     (i_a2_d),
    .o_a2_r     (o_a2_r),
    .i_a3_v     (i_a3_v),
    .i_a3_d     (i_a3_d),
    .o_a3_r     (o_a3_r),
    .o_z_v      (x_v),
    .o_z_d      (x_d),
    .o_z_s      (x_s),
    .i_z_r      (x_r),
    .reset_n    (reset_n)
);
wire            y_v;
wire    [N-1:0] y_d;
wire            y_r;
wire    [1:0]   y_s;
cory_arb4 #(.N(N), .ROUND(1), .Q(Q)) u_arb_high (
    .clk        (clk),
    .i_a0_v     (i_a4_v),
    .i_a0_d     (i_a4_d),
    .o_a0_r     (o_a4_r),
    .i_a1_v     (i_a5_v),
    .i_a1_d     (i_a5_d),
    .o_a1_r     (o_a5_r),
    .i_a2_v     (i_a6_v),
    .i_a2_d     (i_a6_d),
    .o_a2_r     (o_a6_r),
    .i_a3_v     (i_a7_v),
    .i_a3_d     (i_a7_d),
    .o_a3_r     (o_a7_r),
    .o_z_v      (y_v),
    .o_z_d      (y_d),
    .o_z_s      (y_s),
    .i_z_r      (y_r),
    .reset_n    (reset_n)
);
wire    z_s1;
cory_arb2 #(.N(N), .ROUND(ROUND), .Q(Q)) u_arb (
    .clk        (clk),
    .i_a0_v     (x_v),
    .i_a0_d     (x_d),
    .o_a0_r     (x_r),
    .i_a1_v     (y_v),
    .i_a1_d     (y_d),
    .o_a1_r     (y_r),
    .o_z_v      (o_z_v),
    .o_z_d      (o_z_d),
    .o_z_s      (z_s1),
    .i_z_r      (i_z_r),
    .reset_n    (reset_n)
);
assign  o_z_s   = z_s1 ? {z_s1, y_s} : {z_s1, x_s};
endmodule
module cory_mux2 # (
    parameter   N   = 8,                         
    parameter   Q   = 0
) (
    input           clk,
    input           i_a0_v,
    input   [N-1:0] i_a0_d,
    output          o_a0_r,
    input           i_a1_v,
    input   [N-1:0] i_a1_d,
    output          o_a1_r,
    input           i_s_v,
    input           i_s_d,
    output          o_s_r,
    output          o_z_v,
    output  [N-1:0] o_z_d,
    input           i_z_r,
    input           reset_n
);
wire            int_v;
wire    [N-1:0] int_d;
wire            int_r;
wire            sel;
assign  sel     = i_s_d;
assign  o_s_r   = int_r;
assign  int_v   = sel == 0 ? i_a0_v && i_s_v :
                  sel == 1 ? i_a1_v && i_s_v : 0;
assign  int_d   = sel == 0 ? i_a0_d :
                  sel == 1 ? i_a1_d : 0;
assign  o_a0_r  = sel == 0 ? int_r : 0;
assign  o_a1_r  = sel == 1 ? int_r : 0;
cory_queue #(.N(N), .Q(Q)) u_queue (
    .clk        (clk),
    .i_a_v      (int_v),
    .i_a_d      (int_d),
    .o_a_r      (int_r),
    .o_z_v      (o_z_v),
    .o_z_d      (o_z_d),
    .i_z_r      (i_z_r),
    .reset_n    (reset_n)
);
endmodule
module cory_queue # (
    parameter   N   = 8,
    parameter   Q   = 2
) (
    input           clk,
    input           i_a_v,
    input   [N-1:0] i_a_d,
    output          o_a_r,
    output          o_z_v,
    output  [N-1:0] o_z_d,
    input           i_z_r,
    input           reset_n
);
generate
begin : g_queue
    case (Q)
    0: begin
        assign  o_z_v   = i_a_v;
        assign  o_z_d   = i_a_d;
        assign  o_a_r   = i_z_r;
    end
    1:
        cory_flop #(.N(N)) u_queue (
            .clk            (clk),
            .i_a_v          (i_a_v),
            .i_a_d          (i_a_d),
            .o_a_r          (o_a_r),
            .o_z_v          (o_z_v),
            .o_z_d          (o_z_d),
            .i_z_r          (i_z_r),
            .reset_n        (reset_n)
        );
    default:
        cory_queue_cnt #(.N(N), .Q(Q)) u_queue (
            .clk            (clk),
            .i_a_v          (i_a_v),
            .i_a_d          (i_a_d),
            .o_a_r          (o_a_r),
            .o_z_v          (o_z_v),
            .o_z_d          (o_z_d),
            .i_z_r          (i_z_r),
            .o_z_cnt        (),
            .reset_n        (reset_n)
        );
    endcase
end
endgenerate
endmodule
module cory_queue_cnt # (
    parameter   N   = 8,
    parameter   Q   = 2,
    parameter   MQ  =  (Q <= 2) ? 1 :
		               (Q <= 4) ? 2 :
		               (Q <= 8) ? 3 :
		               (Q <= 16) ? 4 :
		               (Q <= 32) ? 5 :
		               (Q <= 64) ? 6 :
		               (Q <= 128) ? 7 :
		               (Q <= 256) ? 8 :
		               (Q <= 512) ? 9 :
		               (Q <= 1024) ? 10 :
		               (Q <= 2048) ? 11 :
		               (Q <= 4096) ? 12 :
		               (Q <= 8192) ? 13 :
		               (Q <= 16384) ? 14 :
		               (Q <= 32768) ? 15 :
		               (Q <= 65536) ? 16 : 1'bx
) (
    input           clk,
    input           i_a_v,
    input   [N-1:0] i_a_d,
    output          o_a_r,
    output  [N-1:0] o_z_d,
    output          o_z_v,
    input           i_z_r,
    output  [MQ:0]  o_z_cnt,
    input           reset_n
);
wire    a_vr       = i_a_v & o_a_r;
wire    z_vr       = o_z_v & i_z_r;
reg     [N-1:0]     queue [0:Q-1];
reg     [MQ:0]      queue_cnt;
reg     [MQ-1:0]    queue_rptr;
reg     [MQ-1:0]    queue_wptr;
wire    queue_full  = queue_cnt == Q;
wire    queue_empty = queue_cnt == 0;
assign  o_z_cnt     = queue_cnt;
always @(posedge clk or negedge reset_n) begin : q
    integer i;
    if (!reset_n) begin
        for (i=0; i<Q; i=i+1)
            queue[i]    <= 0;
        queue_wptr  <= 0;
        queue_cnt   <= 0;
        queue_rptr  <= 0;
    end
    else begin
        if (a_vr) begin
            queue[queue_wptr]   <= i_a_d;
            if (queue_wptr == Q-1)
                queue_wptr  <= 0;
            else
                queue_wptr  <= queue_wptr + 1;
        end
        if (z_vr) begin
            if (queue_rptr == Q-1)
                queue_rptr  <= 0;
            else
                queue_rptr  <= queue_rptr + 1;
        end
        case ({a_vr, z_vr})
            2'b10:  queue_cnt   <= queue_cnt + 1;
            2'b01:  queue_cnt   <= queue_cnt - 1;
        endcase
    end
end
wire      a_busy    = queue_full;                
    assign  o_a_r   = (!a_busy);
assign  o_z_v   = !queue_empty;
assign  o_z_d    = queue[queue_rptr];
endmodule
==> run.sh <==
#!/bin/bash
# OpenROAD 26Q1-2900-gdf79404cd8, Yosys 0.63+post, stock flow scripts
make -C /OpenROAD-flow-scripts/flow DESIGN_CONFIG=/design/flow/config.mk WORK_HOME=/design/flow/orfs finish
==> config.mk <==
export PLATFORM = sky130hd
export DESIGN_NAME = cory_arb8
export DESIGN_NICKNAME = cory_arb8
export VERILOG_FILES = /design/flow/design.v
export SDC_FILE = /design/flow/constraint.sdc
export NUM_CORES = 4
export LEC_CHECK = 1
export CORE_AREA = 10 10 104 104
export DIE_AREA = 0 0 114 114
==> constraint.sdc <==
current_design cory_arb8

set clk_period 3.0
set clk_io_pct 0.2

create_clock -name clk0 -period $clk_period [get_ports {clk}]

set non_clock_inputs [all_inputs -no_clocks]
set_input_delay [expr $clk_period * $clk_io_pct] -clock clk0 $non_clock_inputs
set_output_delay [expr $clk_period * $clk_io_pct] -clock clk0 [all_outputs]
==> results.sh <==
# flow metrics
export IMPL_crit_reg2reg_launch="u_arb_low.u_arb.pri"
export IMPL_numClockSinks=7
export IMPL_final_setup_worst_slack_ps=47.3
export IMPL_critPathLaunchType="input port"
export IMPL_antenna_cells_inserted=0
export IMPL_htree_num_levels=1
export IMPL_count_of_state_elements_after_synthesis=7
export IMPL_cts_reportedPaths_clkPinSlew_ps=40
export IMPL_post_detailed_route_count_of_antenna_violating_nets=0
export IMPL_critical_path_required_ps=2400
export IMPL_number_of_ports_placed_on_the_die_boundary=95
export IMPL_timing_critical_path_cells="buf_2 -> or4_4 -> maj3_4 -> or3b_4 -> buf_6 -> nor2_4 -> buf_2"
export IMPL_top_delay_family_on_crit_path="simple AND/OR/NAND/NOR gates"
export IMPL_drt_pass1_iter_count=4
export IMPL_wirelength_um=5930
export IMPL_detailedRoute_firstIterationViolations=30
export IMPL_die_size_y_um=114
export IMPL_post_synthesis_cell_area_sq_um=1220
export IMPL_worst_r2r_cell_count=9
export IMPL_rows=34
export IMPL_io_buffers=94
export IMPL_globalRouteTotalUtil=0.0876
export IMPL_overflow=0
export IMPL_cts_made_buffers=3
export IMPL_worst_slew_pin_slew_ps=388
export IMPL_timing_clock_skew_ps=2.62
export IMPL_layout_drive_gt1_share=0.327
export IMPL_yosysTopAreaCell="mux2i_1"
export IMPL_status="completed"
export IMPL_synth_yosys_num_cells=146
export IMPL_post_synth_inst_count=146
export IMPL_yosys_cell_types_count=33
export IMPL_ys_sh_xor=0
export IMPL_vdd_ir_drop_max_v=0.000110
export IMPL_hold_buffers=0
export IMPL_synth_top_cells_by_area="mux2i_1 41%, dfrtp_1 14%, mux2_2 7.4%"
export IMPL_setup_worst_path_end_class="output port"
export IMPL_dp_cells=372
export IMPL_cpMostUsedCell="buf_2"
export IMPL_synthAoiAreaFrac=0.114
export IMPL_grt_antenna_before_repair=0
export IMPL_chip_area_sq_um=13000
export IMPL_synth_simple_area_share=0.197
export IMPL_whs_path_depth=1
export IMPL_core_area_sq_um=8680
export IMPL_gp_routability_congestion=0.794
export IMPL_clk_insertion_delay_late_ps=230
export IMPL_setup_viol_count_final=0
export IMPL_synth_area_yosys_sq_um=1220
export IMPL_ys_top_logic_family="multiplexers"
export IMPL_count_of_warning_messages_emitted_by_the_tools=26
export IMPL_max_freq_mhz=339
export IMPL_max_clock_path_buffers=2
export IMPL_critPathSlowestCell="or4_4"
export IMPL_reported_max_cap_violation_count=0
export IMPL_destination_of_the_worst_hold_path="u_arb_high.u_arb.pri"
export IMPL_timing_slew_headroom=0.740
export IMPL_global_route_wire_length_before_repair_um=9150
export IMPL_max_incr_delay_on_cp_ps=540
export IMPL_first_global_vias=1731
export IMPL_route_vias_total=1583
export IMPL_end_of_the_worst_register_to_register_path="u_arb_low.u_arb01.pri"
export IMPL_cts_tree="done"
export IMPL_cts_root_buffer="clkbuf_8"
export IMPL_fin_crit_sh=0.984
export IMPL_ys_sh_mux=0.486
export IMPL_worst_path_buf_inv=3
export IMPL_worstPathMaxFanout=5
export IMPL_crit_path_kind="in2out"
export IMPL_finalHoldViolations=0
export IMPL_routedWlPerCell_um=15.4
export IMPL_power_per_standard_cell_area_nw_per_um2=368
export IMPL_dp_worst_setup_slack_ps=-553
export IMPL_grt_max_degree=11
export IMPL_seq_area_frac_synth=0.144
export IMPL_timing_hold_worst_class="reg2reg"
export IMPL_hold_start="u_arb_high.u_arb.pri"
export IMPL_grt_setup_unrepaired="false"
export IMPL_layout_cells_non_filler=386
export IMPL_yosys_warnings=1
export IMPL_syn_area_per_cell_sq_um=8.33
export IMPL_cellLeakagePower_nw=1.27
export IMPL_area_share_of_the_leading_cell_type_in_the_synthesized_netlist=0.412
export IMPL_critical_path_at_ps=2350
export IMPL_dpl_hpwl_um=4800
export IMPL_fp_util=0.140
export IMPL_setup_tns_final_ps=0
export IMPL_fp_dieW_um=114
export IMPL_route_detailed_drc=0
export IMPL_r2r_slack_ps=890
export IMPL_areaGrowthSynthToFinish_pct=130
export IMPL_vias_cell=4.10
export IMPL_yosys_area_share_adder=0.0195
export IMPL_max_slew_vio_count=0
export IMPL_min_period_ps=2950
synth_stat cells:
| master | instances |
|---|---|
| maj3_1 | 1 |
| and2_1 | 1 |
| nand2_1 | 9 |
| o31ai_1 | 2 |
| o21a_1 | 1 |
| o22ai_1 | 1 |
| nor2b_1 | 2 |
| a21oi_1 | 7 |
| inv_1 | 3 |
| nor3_1 | 4 |
| mux2i_1 | 50 |
| a21o_1 | 1 |
| mux2_2 | 8 |
| or3b_4 | 1 |
| a22o_1 | 1 |
| buf_4 | 1 |
| nand2b_1 | 3 |
| nor2_1 | 15 |
| and3_1 | 2 |
| and4_1 | 1 |
| o311a_1 | 1 |
| maj3_4 | 1 |
| a311oi_1 | 1 |
| nor4_2 | 1 |
| or4_4 | 1 |
| o21ai_0 | 8 |
| dfrtp_1 | 7 |
| clkbuf_1 | 4 |
| nor3b_1 | 2 |
| and2_4 | 1 |
| nand3_1 | 1 |
| nor4_1 | 1 |
| buf_2 | 3 |
state kept, by name (all words and copies together) (netlist names):
signal / count
u_arb.pri: 1
u_arb_high.u_arb.pri: 1
u_arb_high.u_arb01.pri: 1
u_arb_high.u_arb23.pri: 1
u_arb_low.u_arb.pri: 1
u_arb_low.u_arb01.pri: 1
u_arb_low.u_arb23.pri: 1
power breakdown:
| part | internal (mW) | switching [mW] |
|---|---|---|
| registers | 0.116 | 0.0191 |
| logic | 0.471 | 0.289 |
| clock network | 0.0921 | 0.0420 |
per-layer routing:
metal  part of all wire  track usage  vias to the layer above
li1                   -            -                      810
met1               0.44        0.113                      697
met2               0.45        0.140                       74
met3              0.095       0.0362                        2
met4             0.0062      0.00668                        0
met5                  0            0                        -
cell type report:
class | count | area, sq um
Inverter | 3 | 11.3
Clock buffer | 4 | 45.0
Timing Repair Buffer | 136 | 1280
Sequential cell | 7 | 175
Tap cell | 108 | 135
Fill cell | 923 | 5880
Multi-Input combinational cell | 128 | 1150
placed cells by master (no fill, tap or decap), types with 3 or more instances in the layout:
master and instances:
a21oi_1 6, buf_2 5, buf_4 29, buf_6 10, clkbuf_2 3, clkbuf_8 3
clkdlybuf4s50_1 67, dfrtp_1 7, dlygate4sd2_1 17, inv_1 3, mux2_2 7, mux2i_1 39
mux2i_2 8, mux2i_4 3, nand2_1 9, nand2b_1 3, nor2_1 12, o21ai_0 5
stage by stage:
| stage | utilization | cell area (sq um) | hold slack, ps | total power [mW] |
|---|---|---|---|---|
| global placement | 0.290 | 2510 | 579 | 0.793 |
| CTS | 0.322 | 2790 | 589 | 1.04 |
| floorplan | - | 1220 | 304 | 0.423 |
| finish | 0.322 | 2790 | 591 | 1.03 |
| global route | 0.322 | 2790 | 636 | 1.12 |
| detailed placement | 0.290 | 2510 | 576 | 0.794 |
how the worst max path moves through the flow:
stage / start / endpoint / cells past startpoint
4_1_cts: i_a6_v / o_z_s[2] / 7
5_1_grt: i_a7_v / o_a1_r / 7
6_report: i_a7_v / o_a1_r / 7
logic make-up after synthesis:
kind of cell | Yosys count
buffers and inverters | 11
and+or+nand+nor | 45
muxes | 58
adders and majority gates | 2
DFF | 7
AOI/OAI and AO/OA | 23
what timing repair did:
| action | CTS | global route |
|---|---|---|
| endpoints found under the hold margin | 0 | 0 |
| pin swaps | 8 | 7 |
| cloned | 4 | 0 |
| setup endpoints to repair | 19 | 9 |
| buffers inserted | 7 | 0 |
| resized | 83 | 13 |
Power is estimated from default activity; no workload was simulated.
